==> flow/design.v <==
module clock_divider (clock, reset, divided_clocks);
    input logic reset, clock;
    output logic [31:0] divided_clocks = 0;
    always_ff @(posedge clock) begin
        divided_clocks <= divided_clocks + 1;
    end
endmodule
==> flow/run.sh <==
#!/bin/bash
# OpenROAD 26Q1-2900-gdf79404cd8, Yosys 0.63+post, stock flow scripts
make -C /OpenROAD-flow-scripts/flow DESIGN_CONFIG=/design/flow/config.mk WORK_HOME=/design/flow/orfs finish
==> flow/config.mk <==
export PLATFORM = sky130hd
export DESIGN_NAME = clock_divider
export DESIGN_NICKNAME = clock_divider
export VERILOG_FILES = /design/flow/design.v
export SDC_FILE = /design/flow/constraint.sdc
export NUM_CORES = 4
export LEC_CHECK = 1
export CORE_AREA = 10 10 91 91
export DIE_AREA = 0 0 101 101
==> flow/constraint.sdc <==
current_design clock_divider

set clk_period 7.2
set clk_io_pct 0.2

create_clock -name clk0 -period $clk_period [get_ports {clock}]

set non_clock_inputs [all_inputs -no_clocks]
set_input_delay [expr $clk_period * $clk_io_pct] -clock clk0 $non_clock_inputs
set_output_delay [expr $clk_period * $clk_io_pct] -clock clk0 [all_outputs]
==> git commit body <==
Record implementation results from latest flow run

* Most frequent cell after synthesis: sky130_fd_sc_hd__dfxtp_1
- Max-slew headroom: 0.612
- The biggest area contributor in the post-synthesis netlist is sky130_fd_sc_hd__dfxtp_1.
* DR pass1 iterations: 2
* Clock sink total: 32
- Most frequent cells after synthesis: 32 x sky130_fd_sc_hd__dfxtp_1, 20 x sky130_fd_sc_hd__xor2_1, 10 x sky130_fd_sc_hd__nand3_1, 10 x sky130_fd_sc_hd__xnor2_1, 9 x sky130_fd_sc_hd__nand2_1
- Delay of the slowest critical-path stage: 510 ps
* Largest net degree at the start of global routing: 12
- The die covers 10200 µm².
- YS warnings: 1
- For reference, the clock transition at the flip-flops on the worst setup and hold paths is 60 ps.
- IO buf count: 32
* Clock latency at the later pin of the worst-skew pair: 270 ps
* Flip-flop and latch count after synthesis: 32
- Number of gates resized after cts: 0
- The flow ran to the end, and the final reports show no timing, DRC or antenna violations.
- Summed over all cells, the static leakage comes to 0.704 nW.
- Via count of the first global-routing pass: 988
- The number of antenna violations at the first check in global routing came to 0.
- The floorplan step records an initial core utilization of 0.208.
* Area figure in the yosys stat output: 1320 µm²
- Count of pins over their slew limit: 0
- Synth-to-Final Area Change: 36.5%
- Wire length of the first global-routing pass: 4880 µm
* Tool Warnings: 26
- Diode insertion count for antenna repair: 0
- In the final report, the number of endpoints failing setup comes to 0.
- The average instance in the mapped netlist occupies 10.4 µm².
- Critical path data required time: 5760 ps
* Detail Placement HPWL: 2110 µm
- In this run the worst hold path is classified as reg -> reg.
- Post-CTS setup buffer count: 0
* Chain of cells forming the critical path: clkdlybuf4s50_1
- Yosys attributes the largest share of cell area to sky130_fd_sc_hd__dfxtp_1 49%, sky130_fd_sc_hd__xor2_1 13%, sky130_fd_sc_hd__xnor2_1 6.6%.
- After detailed routing, the total wire length is 2880 µm.
- Crit Path Class: reg -> out
- Dividing the detail-routed via count by the number of cells gives 4.11.
- Mapped cell area: 1320 µm²
- Clk Tree Root Cell: sky130_fd_sc_hd__clkbuf_8
- TritonRoute reported its final design rule violation total as 0.
* Critical path peak fanout: 6
- Summed over all routing layers, the global router reports a total usage of 0.0590.
* Hold Violations, Final: 0
* Final period demand of the worst path: 2660 ps
- Unrepaired setup endpoints after global routing: no
* Number of flip-flops under the largest register name: 32
- Number of standard cells reported by yosys: 127
- Data on the critical path arrives at its endpoint at 1220 ps.
- Per the synthesis report, the number of distinct cell types is 24.
- Number of instances in the synthesized netlist: 127
- Chip width: 101 µm
* Highest clock rate: 376 MHz
- Detailed router's first-iteration violation count: 22
- Worst VDD drop: 0.0946 mV
- Aggregate negative setup slack: 0 ps
- Counting flops with an async set or reset pin after synthesis yields a share of 0.
- Per the detail_route report, routed wire per instance is 12.0 µm.
- Final cycle utilization of the critical path: 0.369
* Number of max-cap violations: 0
- The floorplan has 29 rows.
- Slew at the pin closest to its max-slew limit: 580 ps
- Endpoint kind of the worst setup timing path: primary output
- Vias: 986
* Sequential fraction of the synthesis area: 0.486
- TritonCTS clock tree: yes
- The largest registers in the layout are divided_clocks (32).
- Cell class contributing the biggest share of worst-path delay: buffers and inverters
- The clock H-tree reported by CTS has 2 levels.
* Kind of start point of the critical path: flip-flop
- Std-Cell Core Area: 6350 µm²
- Per the synth stats, the flop cell with the highest instance count is sky130_fd_sc_hd__dfxtp_1.
- Ports: 34
- After filler insertion, the fill cell instance count of the layout stands at 649.
- The script computed a power per unit cell area of 175 nW/µm².
- The floorplan step set the die height to 101 µm.
* Worst clock skew: 3.82 ps
- Register with the most flip-flops: divided_clocks
- Per the CTS log, the buffer count on the longest clock path is 2.
- GR Overflow Total: 0
- Per the post-route antenna check, the number of violating nets is 0.
* Crit path max-delay cell type: sky130_fd_sc_hd__clkdlybuf4s50_1
- Counting flops with a built-in enable in the synthesized netlist gives 0.
* Hold_ws: 449 ps
- Number of buffers inserted during clock tree synthesis: 5
- After its last routability iteration, the placer logged a weighted congestion of 0.755.
- The share of synthesized area in the top cell type comes to 0.486.
- Cts-stage hold buffer count: 0
- Per the final layout report, the fraction of cells sized above drive strength 1 comes to 0.0982.
* Buffers and inverters on the worst path: 1
-- final cells by class --
class / instances / area, µm² / area share
clock buffers: 8 / 90.1 / 0.0500
well taps: 77 / 96.3 / 0.0535
multi-input cells: 86 / 634 / 0.352
repair buffers: 32 / 320 / 0.178
inverters: 5 / 18.8 / 0.0104
flip-flops and latches: 32 / 641 / 0.356
-- metrics by stage --
step / instances / power, W / instance area [µm²] / setup slack [ps] / util
6_report: 240 / 0.000315 / 1800 / 4540 / 0.284
5_1_grt: 240 / 0.000334 / 1800 / 4410 / 0.284
4_1_cts: 240 / 0.000323 / 1800 / 4500 / 0.284
3_5_place_dp: 232 / 0.000181 / 1710 / 4820 / 0.269
3_3_place_gp: 232 / 0.000181 / 1710 / 4830 / 0.269
2_1_floorplan: 127 / 0.000181 / 1320 / 5390 / -
-- routing by layer --
metal  global-route usage  part of all wire  vias to the layer above
met5                    0                 0                        -
met4              0.00750            0.0056                        0
met1               0.0708              0.43                      455
met3               0.0388              0.11                        2
met2               0.0889              0.45                       28
li1                     -                 -                      501
-- cell families (layout without fill, tap and decap cells) --
kind of cell | count (synthesis) | count (layout) | share of synthesized area
flip-flops | 32 | 32 | 0.486
AND/OR/NAND/NOR | 55 | 55 | 0.272
XOR/XNOR | 30 | 30 | 0.199
adder cells (fa/ha/maj) | 1 | 1 | 0.00949
buffers and inverters | 9 | 45 | 0.0332
-- cells in the final DEF (no fill, tap or decap), drive strengths merged, types with 3 or more instances in the layout --
master	count
nor4	10
inv	5
xor2	20
nand3	12
nand2	9
clkdlybuf4s50	32
xnor2	10
clkbuf	8
nor3	4
nor2	6
dfxtp	32
nand4	3
and4	4
-- power by group --
group | leakage [nW] | switching [W] | internal [W]
clock network | 0.0455 | 0.0000604 | 0.0000778
registers | 0.258 | 0 | 0.000177
logic | 0.401 | 0 | 0
total | 0.704 | 0.0000604 | 0.000255
-- worst paths after layout --
path	from	end	cells after the start	slack, ps
max	divided_clocks[2]	divided_clocks[2]	1	4540
max reg2reg	divided_clocks[0]	divided_clocks[24]	5	5320
min	divided_clocks[0]	divided_clocks[0]	1	450
min reg2reg	divided_clocks[0]	divided_clocks[0]	1	450
No activity file was given, so power comes from the tool's default toggle rates.
