[./design.v]
module aludecoder(funct, aluop, alucontrol);
    input logic[5:0] funct; 
    input logic[1:0] aluop; 
    output logic[2:0] alucontrol; 
    always_comb begin
        case(aluop)
            2'b00: alucontrol <= 3'b010;  
            2'b01: alucontrol <= 3'b110;  
            default: case(funct)  
                6'b100000: alucontrol <= 3'b010;  
                6'b100010: alucontrol <= 3'b110;  
                6'b100100: alucontrol <= 3'b000;  
                6'b100101: alucontrol <= 3'b001;  
                6'b101010: alucontrol <= 3'b111;  
                default: alucontrol <= 3'bxxx;  
            endcase
        endcase
    end
endmodule
module aludecoder_testbench(); 
    logic[5:0] funct; 
    logic[1:0] aluop; 
    logic[2:0] alucontrol; 
    aludecoder dut(.funct, .aluop, .alucontrol); 
    initial begin
        aluop = 2'b00; funct = 6'b000000; #10;  
        aluop = 2'b01; funct = 6'b000000; #10;  
        aluop = 2'b10; funct = 6'b100000; #10;  
        aluop = 2'b11; funct = 6'b100010; #10;  
        aluop = 2'b11; funct = 6'b100100; #10;  
        aluop = 2'b11; funct = 6'b100101; #10;  
        aluop = 2'b11; funct = 6'b101010; #10;  
    end
endmodule
module controlunit(instr, memtoreg, memwrite, branch, alusrc, regdst, regwrite, alucontrol, jump);
    input logic[31:0] instr; 
    output logic memtoreg, memwrite, branch, alusrc, regdst, regwrite, jump;
    output logic[2:0] alucontrol; 
    logic[1:0] aluop_out; 
    maindecoder m_dec(
        .opcode(instr[31:26]), 
        .memtoreg, 
        .memwrite, 
        .branch, 
        .alusrc, 
        .regdst, 
        .regwrite,
        .aluop(aluop_out),
        .jump); 
    aludecoder alu_dec(
        .funct(instr[5:0]), 
        .aluop(aluop_out), 
        .alucontrol); 
endmodule
module controlunit_testbench(); 
    logic[31:0] instr; 
    logic memtoreg, memwrite, branch, alusrc, regdst, regwrite, jump;
    logic[2:0] alucontrol;
    controlunit dut(.instr, .memtoreg, .memwrite, .branch, .alusrc, .regdst, .regwrite, .alucontrol, .jump); 
    initial begin
        instr = 32'h00000022; #10;  
        instr = 32'h8C000000; #10;  
    end
endmodule
module maindecoder(opcode, memtoreg, memwrite, branch, alusrc, regdst, regwrite, aluop, jump);
    input logic[5:0] opcode; 
    output logic memtoreg, memwrite, branch, alusrc, regdst, regwrite, jump; 
    output logic[1:0] aluop;
    logic[8:0] result;
    always_comb begin
        case(opcode)
            6'b000000: result = 9'b110000100;  
            6'b100011: result = 9'b101001000;  
            6'b101011: result = 9'b0x101x000;  
            6'b000100: result = 9'b0x010x010;  
            6'b001000: result = 9'b101000000;  
            6'b000010: result = 9'b0xxx0xxx1;  
            default: result = 9'bxxxxxxxxx;
        endcase
    end  
    assign regwrite = result[8]; 
    assign regdst = result[7]; 
    assign alusrc = result[6];
    assign branch = result[5];
    assign memwrite = result[4];
    assign memtoreg = result[3];
    assign aluop = result[2:1];
    assign jump = result[0]; 
endmodule
module maindecoder_testbench(); 
    logic[5:0] opcode; 
    logic memtoreg, memwrite, branch, alusrc, regdst, regwrite, jump; 
    logic[1:0] aluop;
    maindecoder dut(.opcode, .memtoreg, .memwrite, .branch, .alusrc, .regdst, .regwrite, .aluop, .jump);
    initial begin
            opcode = 6'b000000; #10;
            opcode = 6'b100011; #10;
            opcode = 6'b101011; #10;
            opcode = 6'b000100; #10;
    end
endmodule
[./run.sh]
#!/bin/bash
# OpenROAD 26Q1-2900-gdf79404cd8, Yosys 0.63+post, stock flow scripts
make -C /OpenROAD-flow-scripts/flow DESIGN_CONFIG=/design/flow/config.mk WORK_HOME=/design/flow/orfs finish
[./config.mk]
export PLATFORM = sky130hd
export DESIGN_NAME = controlunit
export DESIGN_NICKNAME = controlunit
export VERILOG_FILES = /design/flow/design.v
export SDC_FILE = /design/flow/constraint.sdc
export NUM_CORES = 4
export LEC_CHECK = 1
export CORE_AREA = 10 10 70 70
export DIE_AREA = 0 0 80 80
[./constraint.sdc]
current_design controlunit

set clk_period 4.4
set clk_io_pct 0.2

create_clock -name clk0 -period $clk_period

set non_clock_inputs [all_inputs -no_clocks]
set_input_delay [expr $clk_period * $clk_io_pct] -clock clk0 $non_clock_inputs
set_output_delay [expr $clk_period * $clk_io_pct] -clock clk0 [all_outputs]
==> qor.yml <==
outcome: "finished clean"
grt_max_degree: 7
ff_count: 0
setup_violations: 0
tool_warnings: 52
netlist_instances: 25
vias: 275
power_density_mw_per_mm2: 55.2
cp-start-kind: "primary input"
syn_area_sq_um: 166
port_buffers: 22
end_kind: "output port"
die_h_microns: 80
tightest_slew_ps: 276
drc_errors: 0
hold_path_depth: 3
post_cts_resized: 0
crit_path_max_fanout: 5
ys_area_sq_um: 166
cts_hold_buf: 0
diodes: 0
crit_type: "primary input to output port"
drt_iter0_drc: 33
seq_area_sq_um: 0
hold_ws_ps: 2800
leakage_nw: 0.151
first_global_vias: 293
drive_gt1_frac: 0.0426
ir_drop_uv: 7.12
clkbuf_count: 0
ys_seq_frac: 0
tns_ps: 0
worst-path-stages: 6
cpPeakStageDelay_ps: 490
cp_top_family: "buffers and inverters"
gp_congestion: 0.659
antenna_found_initial: 0
viasPerCell: 2.96
hold_viol: 0
period_used_share: 0.792
std_cell_rows: 21
slew_headroom: 0.816
drtPass1Iterations: 4
path_buffers: 2
wl_per_cell_microns: 9.39
chipArea_sq_mm: 0.00640
final_cell_mix: "clkdlybuf4s50_1 (22), nor2_1 (3)"
yosys_warnings: 2
cp.arrival_ps: 2600
cp_slowest_cell: "clkdlybuf4s50_1"
die_w_microns: 80
layout.cells.most_common: "clkdlybuf4s50_1"
finalPower_mw: 0.0245
fmax_mhz: 287
fp-utilization: 0.0487
rsz0062_at_grt: "no"
max_cap_violations: 0
core_area_sq_mm: 0.00342
grt_pass1_wl_microns: 1320
yosys_cells: 25
slew_violations: 0
cts_setup_buffers: 0
ant_nets: 0
worstPathCellList: "clkdlybuf4s50_1, nor3_2, nand3b_1, a31o_1, a31o_1, clkdlybuf4s50_1"
groute.usage.overall: 0.0242
syn2layout_area_growth_pct: 167
routed_wl_microns: 873
hold_class: "primary input to output port"
crit_required_ps: 3520
min_period_ps: 3480
synth.avg_cell_area_sq_um: 6.66
grt.overflow.total: 0
synth_cell_types: 18
ios: 42
## synthesized netlist by cell type (2+ instances only)
cell | instances | area [sq um]
nor2_1 | 3 | 11.3
a31o_1 | 2 | 17.5
and3_1 | 2 | 12.5
nand3b_1 | 2 | 15.0
nor3_1 | 2 | 10.0
nor3b_1 | 2 | 15.0
## per-layer routing
| layer | track usage | wire [microns] | vias to the layer above |
|---|---|---|---|
| met5 | 0 | 0 | - |
| met4 | 0.00704 | 21 | 0 |
| met3 | 0.00341 | 74 | 2 |
| met2 | 0.0474 | 451 | 10 |
| met1 | 0.0257 | 325 | 120 |
| li1 | - | - | 143 |
## worst paths after layout
path | slack (ps) | endpoint | startpoint
max | 920 | alucontrol[2] | instr[27]
min | 2800 | alusrc | instr[28]
## area by class of cell
cell class / instances / area [sq um]
inverters: 1 / 3.75
multi-input cells: 24 / 163
fillers: 401 / 2970
well taps: 46 / 57.6
repair buffers: 22 / 220
## kinds of logic after synthesis
family	Yosys count	synth area share
compound gates	5	0.233
buf+inv	1	0.0225
xor+xnor	1	0.0526
simple gates	18	0.692
## metrics by stage
step,setup slack (ps),area (sq um),util,std cells
3_3_place_gp,919,444,0.130,93
2_1_floorplan,1990,166,-,25
4_1_cts,899,444,0.130,93
5_1_grt,800,444,0.130,93
3_5_place_dp,907,444,0.130,93
6_report,916,444,0.130,93
## power by group
group	leakage, nW	internal (mW)	switching [mW]	total (mW)
Sequential	0	0	0	0
Combinational	0.151	0.0161	0.00844	0.0245
Clock	0	0	0	0
Total	0.151	0.0161	0.00844	0.0245
Power is estimated from default activity; no workload was simulated.
