`flow/run.sh`:
```
#!/bin/bash
# OpenROAD 26Q1-2900-gdf79404cd8, Yosys 0.63+post, stock flow scripts
make -C /OpenROAD-flow-scripts/flow DESIGN_CONFIG=/design/flow/config.mk WORK_HOME=/design/flow/orfs finish
```
`flow/config.mk`:
```
export PLATFORM = sky130hd
export DESIGN_NAME = alu
export DESIGN_NICKNAME = alu
export VERILOG_FILES = /design/flow/design.v
export SDC_FILE = /design/flow/constraint.sdc
export NUM_CORES = 4
export LEC_CHECK = 1
export CORE_UTILIZATION = 40
```
`flow/constraint.sdc`:
```
current_design alu

set clk_period 16.9
set clk_io_pct 0.2

create_clock -name clk0 -period $clk_period

set non_clock_inputs [all_inputs -no_clocks]
set_input_delay [expr $clk_period * $clk_io_pct] -clock clk0 $non_clock_inputs
set_output_delay [expr $clk_period * $clk_io_pct] -clock clk0 [all_outputs]
```
`flow/design.v`:
```
module alu(A, B, opcode, out, c_out, zero);
    input logic[31:0] A,B;
    input logic[2:0] opcode;
    output logic[31:0] out;
    output logic c_out, zero;
    logic[32:0] result;
    always_comb begin
        case(opcode)
            0:  
                result = A & B;
            1:  
                result = A | B;
            2:  
                result = A + B; 
            6:  
                result = A + (~B + 1); 
            7: begin  
				if (A[31] != B[31]) begin
					if (A[31] > B[31]) begin
						result = 1;
					end else begin
						result = 0;
					end
				end else begin
					if (A < B)
					begin
						result = 1;
					end
					else
					begin
						result = 0;
					end
				end
			end
            default: result = 33'hxxxxxxxxx;
        endcase
    end
    assign out = result[31:0]; 
    assign c_out = result[32]; 
    assign zero = (result[31:0] == 0); 
endmodule
module alu_testbench(); 
    logic[31:0] A,B;
    logic[2:0] opcode;
    logic[31:0] out;
    logic c_out, zero; 
    alu dut(.A, .B, .opcode, .out, .c_out, .zero); 
    initial begin
        opcode = 3'd0; 
        A = 32'hFFFFFFFF; B = 32'hFFF0FFFF; #10; 	
        A = 32'h0000000F; B = 32'hFFFFFFF1; #10; 
        opcode = 3'd1;
        A = 32'hFFFFFFFF; B = 32'hFFF0FFFF; #10; 	
        A = 32'h0000000F; B = 32'hFFFFFFF1; #10; 
        opcode = 3'd2;
        A = 32'hFFFFFFFF; B = 32'h00000001; #10;  
        A = 32'd0; B = 32'd0; #10; 
        opcode = 3'd6;
        A = 32'hFFFFFFFF; B = 32'h00000001; #10;  
        A = 32'd0; B = 32'd0; #10;
        opcode = 3'd7;
        A = 32'hFFFFFFFF; B = 32'h00000001; #10;  
        A = 32'd0; B = 32'd0; #10;
    end
endmodule
```
==> results.yml <==
# implementation run metrics
critical_path:
  crit_required_ps: 13520
  crit_type: "in -> out"
  path_cells: "clkdlybuf4s50_1, buf_4, nor2b_1, nand2_1, o211a_1, nor4b_2, or4b_1, or4_1, nor4_1, nand4b_1, or4_1, nor4_2, clkdlybuf4s50_1"
  cp-startpoint: "opcode[1]"
  critPathArrivalTime_ps: 9010
  critPathTopFamily: "simple AND/OR/NAND/NOR gates"
  critPathBufInv: 3
  cp_slowest_cell: "nor2b_1"
  critPathMaxFanout: 50
  critPathMaxStageDelay_ps: 710
  end_kind: "primary output"
  critPathLaunchType: "input port"
cells_and_area:
  lay_top_count: "inv_1"
  final_cell_mix: "inv_1, clkdlybuf4s50_1, ha_1"
  fill_cells: 1405
  regArea_sq_um: 0
  flops: 0
  areaGrowthSynthToFinish_pct: 19.4
  fin_util_pct: 49.6
  drive_above_1_share_pct: 2.80
  clkbuf_count: 0
place:
  place_ws_ps: 4590
  globalplace.congestion: 0.990
  port_buffers: 101
  dpl.hpwl_microns: 17700
global_routing:
  grt-ovfl-total: 0
  grt_first_pass_wirelength_microns: 34400
  antenna_found_initial: 0
  grt_pass1_vias: 6281
  grt_max_degree: 51
  track_usage_pct: 30.8
yosys:
  ys_cells: 869
  synth_adder_area_share_pct: 22.6
  syn_area_sq_um: 5590
  synthAoiAreaFrac_pct: 38.0
  topCellsByArea: "ha_1, a21oi_1, inv_1"
  postSynthSeqShare_pct: 0
  synthTopLogicFamily: "AND-OR/OR-AND gates"
  ys_types: 75
  ys_area_sq_um: 5590
  yosys.area.top_type: "ha_1"
  top_area_share_pct: 21.9
  synth_cells: 869
  yosys-mux-area-fraction_pct: 1.61
  simple_gate_share_pct: 22.4
  ys_sh_xor_pct: 4.23
  yosys_warnings: 1
  synth_area_per_cell_sq_um: 6.44
clock_tree:
  cts.repair.resized: 0
  post_cts_buffers: 0
  ctsHoldBuffers: 0
route:
  vias: 6839
  dr_wl_met3_microns: 1840
  drtIter0Drc: 728
  final_antenna_net_count: 0
  dr.pass1.iters: 5
  wl_met2_microns: 9960
  drt_wl_total_microns: 22500
  highest_layer: "met4"
  n_antenna_cell: 0
  drt-met1-wl_microns: 10000
  wl_per_cell_microns: 20.4
  drcViolationCount: 0
  vias_per_cell: 6.20
sta:
  fmax_mhz: 80.7
  hold_viol: 0
  period_needed_ps: 12390
  setup_tns_ps: 0
  setup_viol: 0
  slew_headroom_pct: 44.1
  period_used_pct: 73.3
  worst_slew_pin_slew_ps: 837
  fin_ws_ps: 4510
  hold_slack_ps: 8030
  drv_slew: 0
  rsz0062_at_grt: "no"
flow_run:
  maxCapViolCount: 0
  warning_count: 98
floorplan:
  fp-utilization_pct: 41.6
  rows: 42
  fp.dieH_microns: 120
  io_pins: 101
  die_area_sq_um: 14500
  core_sq_um: 13500
  die-width_microns: 120
min_path:
  whs_path_depth: 5
  min_to: "out[12]"
  hold_path_startpoint: "B[12]"
  hold_path.class: "in -> out"
pwr:
  p_total_uw: 240
  cellLeakagePower_nw: 2.87
  vdd_ir_drop_max_mv: 0.0152
  power.density_nw_per_um2: 36.0
outcome:
  status: "complete, no violations"
## synth_stat cells, types with 12 or more instances
library cell	n
a211oi_1	18
a21oi_1	94
a31oi_1	14
clkbuf_1	41
ha_1	98
inv_1	102
nand2_1	57
nand2b_1	13
nand3_1	17
nand4_1	16
nor2_1	80
nor2b_1	12
nor3_1	18
nor4_1	12
o211ai_1	20
o21ai_0	47
o221ai_1	14
o31ai_1	16
xnor2_1	26
## stage by stage
step,std cells,instance area [sq um]
5_1_grt,1103,6680
4_1_cts,1103,6680
2_1_floorplan,869,5590
6_report,1103,6680
3_5_place_dp,1103,6680
3_3_place_gp,1103,6680
## per-layer routing
layer / up-vias / track usage [%]
met3: 52 / 4.34
met5: - / 0
met4: 0 / 8.56
li1: 3292 / -
met2: 358 / 49.3
met1: 3137 / 43.2
## final cells by class
cell class | count | area [sq um] | area share (%)
repair buffers | 110 | 1080 | 16.2
multi-input cells | 709 | 4970 | 74.5
well taps | 176 | 220 | 3.30
inverters | 108 | 405 | 6.07
## cells by family after synthesis
group / count (synthesis)
AND-OR/OR-AND: 317
AND/OR/NAND/NOR: 256
buffers and inverters: 160
adder cells (fa/ha/maj): 100
XOR/XNOR: 27
multiplexers: 9
## report_power, final
group / switching, mW / total, mW / internal, mW
clock: 0 / 0 / 0
combinational: 0.141 / 0.240 / 0.0995
sequential: 0 / 0 / 0
total: 0.141 / 0.240 / 0.0995
## how the worst max path moves through the flow
stage / cells after the start / endpoint
global route: 13 / zero
finish: 13 / zero
CTS: 13 / zero
Power and IR drop assume default switching activity.
